==> ./design.v <==
module uart_rx#(
    parameter int c_clkfreq = 100_000_000,  
    parameter int c_baudrate = 10_000_000
)(
    input  logic        clk_i,
    input  logic        rstn_i,
    input  logic        rx_i,
    output logic [7:0]  rx_dout_o,
    output logic        rx_done_tick_o,
    output logic        rx_active_o
);
localparam int c_timerlim = c_clkfreq/c_baudrate;  
typedef enum logic [1:0] {S_IDLE, S_START, S_DATA, S_STOP} states_t;
states_t state;
logic [31:0] timer;
logic [7:0 ] shreg;
logic [2:0 ] bitcntr;
assign rx_dout_o = shreg;
assign rx_active_o = (state == S_DATA);
always_ff @(posedge clk_i) begin : OUT_UPDATE_FF
    if(!rstn_i)begin
       rx_done_tick_o  <= 0;
       timer           <= 0;
       bitcntr         <= 0;
       state           <= S_IDLE;
       shreg           <= '0;
    end else begin
      case(state)
        S_IDLE: begin
            rx_done_tick_o <= 0;
            shreg          <= '0;
            if(!rx_i) begin
                state <= S_START;
            end
        end
        S_START: begin
            if(timer == (c_timerlim-1)/2) begin
                state <= S_DATA;
                timer <= 0;
            end else begin
                timer <= timer + 1;
            end
        end
        S_DATA: begin
            if(timer == c_timerlim-1) begin
                shreg[7] <= rx_i;
                shreg[6:0] <= shreg[7:1];
                timer <= 0;
                if(bitcntr == 3'd7) begin
                    state <= S_STOP;
                    bitcntr <= 0;
                end else begin
                    bitcntr <= bitcntr +1;
                end
            end else begin
                timer <= timer+1;
            end
        end
        S_STOP: begin
            if(timer == c_timerlim-1) begin
                state <= S_IDLE;
                rx_done_tick_o  <= 1;
                timer <= 0;
            end else begin
                timer <= timer + 1;
            end
        end
      endcase
    end
end
endmodule
module uart_tranciever#(
    parameter int c_clkfreq = 100_000_000, 
    parameter int c_baudrate = 10_000_000,
    parameter int c_stopbit = 2  
)(
    input  logic        clk_i,
    input  logic        rstn_i,
    input  logic        tx_start_i,
    input  logic [7:0]  tx_din_i,
    input  logic        rx_din_i,
    output logic        tx_dout_o,
    output logic        tx_done_tick_o,
    output logic        tx_active_o,
    output logic [7:0]  rx_dout_o,
    output logic        rx_done_tick_o,
    output logic        rx_active_o
);
localparam int c_timerlim = c_clkfreq/c_baudrate;
uart_tx#(
    .c_clkfreq(c_clkfreq),
    .c_baudrate(c_baudrate),
    .c_stopbit(c_stopbit)
)i_uart_tx
(
    .clk_i(clk_i),
    .rstn_i(rstn_i),
    .tx_din_i(tx_din_i),
    .tx_start_i(tx_start_i),
    .tx_o(tx_dout_o),
    .tx_done_tick_o(tx_done_tick_o),
    .tx_active_o(tx_active_o)
);
uart_rx#(
    .c_clkfreq(c_clkfreq),
    .c_baudrate(c_baudrate)
)i_uart_rx
(
    .clk_i(clk_i),
    .rstn_i(rstn_i),
    .rx_i(rx_din_i),
    .rx_dout_o(rx_dout_o),
    .rx_done_tick_o(rx_done_tick_o),
    .rx_active_o(rx_active_o)
);
endmodule
module uart_tx#(
    parameter int c_clkfreq = 100_000_000,  
    parameter int c_baudrate = 10_000_000,  
    parameter int c_stopbit = 2
)(
    input  logic        clk_i,
    input  logic        rstn_i,
    input  logic [7:0]  tx_din_i,
    input  logic        tx_start_i,
    output logic        tx_o,
    output logic        tx_active_o,
    output logic        tx_done_tick_o
);
localparam int c_timerlim = c_clkfreq/c_baudrate;  
typedef enum logic [1:0] {S_IDLE, S_START, S_DATA, S_STOP} states_t;
states_t state;
logic [31:0] timer;
logic [7:0 ] shreg;
logic [2:0 ] bitcntr;
assign tx_active_o = (state == S_DATA);  
always_ff @(posedge clk_i) begin : OUT_UPDATE_FF
    if(!rstn_i)begin
       tx_o            <= 1;
       tx_done_tick_o  <= 0;
       timer           <= 0;
       bitcntr         <= 0;
       state           <= S_IDLE;
       shreg           <= '0;
    end else begin
      case(state)
        S_IDLE: begin
          tx_o            <= 1;
          tx_done_tick_o  <= 0;
          if(tx_start_i) begin
            state <= S_START;
            tx_o <= 0;
            shreg <= tx_din_i;
          end
        end
        S_START: begin
          if(timer == c_timerlim-1) begin
            tx_o <= shreg[0];
            shreg[6:0] <= shreg[7:1];
            state <= S_DATA;
            timer <= 0;
          end else begin
            timer <= timer + 1;
          end
        end
        S_DATA: begin
          if(timer == c_timerlim-1) begin
            tx_o <= shreg[0];
            shreg[6:0] <= shreg[7:1];
            timer <= 0;
            if(bitcntr == 3'd7) begin
              state <= S_STOP;
              tx_o <= 1;
              timer <= 0;
              bitcntr <= 0;
            end else begin
              bitcntr <= bitcntr + 1;
            end
          end else begin
            timer <= timer + 1;
          end
        end
        S_STOP: begin
          if(timer == (c_timerlim*c_stopbit)-1) begin
            state <= S_IDLE;
            tx_done_tick_o  <= 1;
            timer <= 0;
          end else begin
            timer <= timer + 1;
          end
        end
      endcase
    end
end
endmodule
==> ./run.sh <==
#!/bin/bash
# OpenROAD 26Q1-2900-gdf79404cd8, Yosys 0.63+post, stock flow scripts
make -C /OpenROAD-flow-scripts/flow DESIGN_CONFIG=/design/flow/config.mk WORK_HOME=/design/flow/orfs finish
==> ./config.mk <==
export PLATFORM = sky130hd
export DESIGN_NAME = uart_tranciever
export DESIGN_NICKNAME = uart_tranciever
export VERILOG_FILES = /design/flow/design.v
export SDC_FILE = /design/flow/constraint.sdc
export NUM_CORES = 4
export LEC_CHECK = 1
export CORE_UTILIZATION = 40
==> ./constraint.sdc <==
current_design uart_tranciever

set clk_period 5.6
set clk_io_pct 0.2

create_clock -name clk0 -period $clk_period [get_ports {clk_i}]

set non_clock_inputs [all_inputs -no_clocks]
set_input_delay [expr $clk_period * $clk_io_pct] -clock clk0 $non_clock_inputs
set_output_delay [expr $clk_period * $clk_io_pct] -clock clk0 [all_outputs]
==> reports/metrics.csv <==
metric,value,unit
Placeable Area,11000,sq um
post-CTS setup repair buffer count,0,
vias in the first global route,3245,
Detail Route Antenna Nets,0,
unrepaired setup endpoints after global routing,false,
Synth cell types,58,
flip-flops with a built-in enable,0,
first-iteration detailed-routing DRC count,305,
PortBufs,24,
final max-slew violation count,0,
Ant. Diodes,0,
CP max FO,24,
Max-Cap Viols,0,
chip width,109,um
"Setup violations, final",0,
Tmin final,2.98,ns
met2 WL,3770,um
initial antenna violation count,0,
overall power,1.41,mW
clock buffer count from CTS,9,
Hold Slack,0.462,ns
dominant synthesized flop cell,dfxtp_1,
DRC violations left,0,
comb. cell area,2460,sq um
# resized after CTS,0,
fill cell count,1002,
total number of H-tree levels,3,
# Cells Yosys,528,
Die H,109,um
uppermost layer routed,met4,
Post-synth ARST share,0,
Crit Path Class,input port to flip-flop,
DR vias/cell,5.41,
Log Warnings,28,
remaining global-route overflow,0,
P_leak,1.82,nW
Insertion Delay late pin,0.34,ns
per-cell routed wire length,13.2,um
die area,11800,sq um
largest net degree at the start of global routing,33,
status,completed,
final hold violations,0,
P per Cell Area,273,nW/um^2
Synth Register Bits,97,
clock-pin transition on the worst setup and hold timing paths,0.06,ns
Startpoint Class,input port,
Clock Sinks,97,
cells after synthesis,528,
final worst path period share,0.532,
critical path data arrival time,3.25,ns
share of post-route cells with drive strength above 1,0.0658,
Synth warnings,2,
Post-DP HPWL,5990,um
met1 wire length,4790,um
Yosys chip area,4570,sq um
global-route wire length before repair,15600,um
register area,1940,sq um
FP Core Util,0.416,
"Hold-fix buffers, CTS",0,
setup tns final,0,ns
Post-Route WL,9040,um
"Avg Cell Area, Syn",8.65,sq um
Worst Tran Pin Value,0.847,ns
Synth Cell Area,4570,sq um
WP data required,5.87,ns
"Area growth, synth to finish",13.5,%
TritonCTS clock tree,yes,
num rows,38,
VDD IR max,133,uV
Top Ports,25,
met3 wire len,363,um
GRT Util Overall,0.166,
Layout Skew,0.00637,ns
router iterations before antenna repair,4,
CP endpoint kind,flip-flop,
via count,3715,
Root Driver,clkbuf_16,
CTS max path bufs,2,
fmax,336,MHz
worst hold path class,flip-flop to flip-flop,
Rel. slew slack,0.433,
gpl congestion,0.814,
Post-synth seq share,0.425,
## where the power goes
group	internal [mW]	leakage, nW	switching (mW)	total, mW
sequential	0.699	0.784	0.00891	0.708
clock	0.401	0.153	0.247	0.648
combinational	0.0235	0.878	0.0341	0.0576
## cells by family after synthesis
group,synth area share
mux,0.0132
simple gates,0.304
buf+inv,0.0364
fa+ha+maj,0.0247
flops,0.425
xor+xnor,0.0921
compound gates,0.104
## final cells by class
class | instances | area share
sequential | 97 | 0.375
clock inverter | 3 | 0.0126
multi-input combinational | 398 | 0.475
tap | 140 | 0.0338
timing repair buffer | 25 | 0.0478
clock buffer | 12 | 0.0476
inverter | 12 | 0.00869
## registers in the layout, summed over array words and instances, names as in the netlist
| signal | cells |
|---|---|
| i_uart_tx.timer | 32 |
| i_uart_rx.state | 4 |
| i_uart_rx.shreg | 8 |
| i_uart_rx.bitcntr | 3 |
| i_uart_rx.timer | 32 |
| i_uart_tx.tx_done_tick_o | 1 |
| i_uart_tx.state | 4 |
| i_uart_tx.bitcntr | 3 |
| i_uart_rx.rx_done_tick_o | 1 |
| i_uart_tx.shreg | 8 |
| i_uart_tx.tx_o | 1 |
## critical path, cell delays in order
cell             delay [ns]
clkdlybuf4s50_1        0.99
inv_1                  0.58
or3_1                  0.45
mux2i_1                0.12
## path summary, 6_finish.rpt
check	startpoint	to	slack, ns	cells after the start
hold / removal	i_uart_rx.shreg[0]$_SDFFE_PN0P_	i_uart_rx.shreg[0]$_SDFFE_PN0P_	0.46	2
setup / recovery	rstn_i	i_uart_tx.bitcntr[0]$_SDFFE_PN0P_	2.62	4
setup reg to reg	i_uart_tx.timer[23]$_SDFFE_PN0P_	i_uart_tx.timer[24]$_SDFFE_PN0P_	3.15	5
hold reg to reg	i_uart_rx.shreg[0]$_SDFFE_PN0P_	i_uart_rx.shreg[0]$_SDFFE_PN0P_	0.46	2
## synth_stat cells, types with 3 or more instances
cell      instances  area, sq um
a21oi_1          31          155
a22oi_1           7         52.6
a31oi_1           8         50.1
and3_1            6         37.5
and4_1            4         35.0
buf_6             4         45.0
clkbuf_1         10         37.5
dfxtp_1          97         1940
ha_1              9          113
inv_1            12         45.0
mux2i_1           6         60.1
nand2_1          45          169
nand3_1          46          230
nand3_2           3         30.0
nand3b_1          3         22.5
nand4_1          24          150
nor2_1           68          255
nor3_2            3         30.0
nor4_1           15         93.8
o21ai_0          17         85.1
o21ai_1           3         15.0
or3_1            17          106
xnor2_1          13          114
xor2_1           35          307
## stage by stage
stage / area (sq um) / instances / setup slack (ns) / util
floorplan: 4570 / 528 / 3.54 / -
global placement: 4870 / 672 / 2.30 / 0.443
detailed placement: 4870 / 672 / 2.29 / 0.443
CTS: 5180 / 687 / 2.63 / 0.472
global route: 5180 / 687 / 2.42 / 0.472
finish: 5180 / 687 / 2.62 / 0.472
## layer usage
layer,up-vias,GRT usage
met2,59,0.236
li1,1920,-
met1,1727,0.273
met5,-,0
met4,0,0.0183
met3,9,0.0317
## layout by cell type (no fill, tap or decap), drive strengths merged, types with 2 or more instances in the layout
cell	count
dfxtp	97
nor2	68
nand3	49
nand2	46
xor2	35
a21oi	31
nand4	26
clkdlybuf4s50	24
o21ai	21
or3	18
nor4	18
xnor2	13
inv	12
clkbuf	12
ha	9
a31oi	8
a22oi	7
and3	7
mux2i	6
and4	5
nor3	4
nand3b	3
and2	3
nand2b	2
o211ai	2
or4	2
bufinv	2
Power figures rest on the tool's default switching activity, not on a simulated workload.
